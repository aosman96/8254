==> flow/run.sh <==
#!/bin/bash
# OpenROAD 26Q1-2900-gdf79404cd8, Yosys 0.63+post, stock flow scripts
make -C /OpenROAD-flow-scripts/flow DESIGN_CONFIG=/design/flow/config.mk WORK_HOME=/design/flow/orfs finish
==> flow/config.mk <==
export PLATFORM = sky130hd
export DESIGN_NAME = ReadWrite
export DESIGN_NICKNAME = ReadWrite
export VERILOG_FILES = /design/flow/design.v
export SDC_FILE = /design/flow/constraint.sdc
export NUM_CORES = 4
export LEC_CHECK = 1
export CORE_AREA = 10 10 70 70
export DIE_AREA = 0 0 80 80
==> flow/constraint.sdc <==
current_design ReadWrite

set clk_period 1.0
set clk_io_pct 0.2

create_clock -name clk0 -period $clk_period

set non_clock_inputs [all_inputs -no_clocks]
set_input_delay [expr $clk_period * $clk_io_pct] -clock clk0 $non_clock_inputs
set_output_delay [expr $clk_period * $clk_io_pct] -clock clk0 [all_outputs]
==> flow/design.v <==
module ReadWrite ( input A0 ,input A1 , input CS ,input WR , input RD , output [3:0] RFlag,
output [3:0] WFlag
 );
assign RFlag =       ((RD == 1'b0 && WR == 1'b1) && {A1,A0} == 2'b00 && CS == 1'b0) ? 4'b0001 :        
                     ((RD == 1'b0 && WR == 1'b1) && {A1,A0} == 2'b01 && CS == 1'b0) ? 4'b0010 :	       
                     ((RD == 1'b0 && WR == 1'b1) && {A1,A0} == 2'b10 && CS == 1'b0) ? 4'b0100 : 4'b0000 ;  
assign WFlag =	     ((RD == 1'b1 && WR == 1'b0) && {A1,A0} == 2'b00 && CS == 1'b0) ? 4'b0001 :  
                     ((RD == 1'b1 && WR == 1'b0) && {A1,A0} == 2'b01 && CS == 1'b0) ? 4'b0010 :  
                     ((RD == 1'b1 && WR == 1'b0) && {A1,A0} == 2'b10 && CS == 1'b0) ? 4'b0100 :  
                     ((RD == 1'b1 && WR == 1'b0) && {A1,A0} == 2'b11 && CS == 1'b0) ? 4'b1000 : 4'b0000 ;  
endmodule 
==> Changelog: implementation <==
### Physical design

* Synthesized netlist cell count at 13
* RSZ-0062 raised after global routing: yes
* Clock buffer cells at 0
* Yosys Instances at 13
* DR DRC count at 0
* Critical path required time at 0.80 ns
* Final Power at approximately 0.095 mW
* Layout cell share with drive strength beyond 1 at 0.912
* Status: finished, violations left
* Core Region at 3420 um2
* Tot GR Track Use at 0.0139
* Routing usage on met2 at 0.0193
* Cell area after layout at ~350 um2
* Reg area at 0 um2
* Yosys stat area at 87.6 um2
* CP endpoint kind: primary output
* Routing usage on met3 at 0.00682
* Failing checks: setup timing
* Most Crowded Layer GR: met1
* Gr ovfl total at 0
* Post-layout minimum cycle time at ~1.2 ns
* Vias in the first global route at about 150
* WP data arrival at approximately 1.0 ns
* Vias per cell at 2.28
* Peak VDD IR at 0.0324 mV
* Syn Area/Cell at around 6.7 um2
* Slowest CP cell: or3b_4
* Achievable Freq at ~830 MHz
* Initial drt markers at 2
* FILL cells at between 300 and 400
* Final Worst Setup Slack at -0.211 ns
* Max Cap Viol at 0
* Comb. cell area at 118 um2
* Cell Area, Synth at around 88 um2
* DP Worst Slack at -0.864 ns
* Die x size at approximately 80 um
* Worst hold slack at between 0.6 and 0.7 ns
* Avg WL per Cell at ~6.7 um
* Tally of OpenROAD warnings at 34
* Hold-fix buffers, CTS at 0
* Placed instance count at 73
* Dominant logic cell type in the layout: buf_2
* Final instance count without filler cells at 80
* Layout area overhead at 301%
* Total number of vias at ~180
* WS Path Type: in2out
* Fin. max-slew vios at 0
* CP peak stage delay at around 0.4 ns
* Final WL at roughly 530 um
* Worst-path cell chain: buf_6 -> or3b_4 -> buf_6 -> nor3_2 -> buf_2
* First-pass GRT wire length at about 800 um
* Critical path peak fanout at 2
* IO Port Bufs at 12
* I/O pin count at 13
* Fin. Hold Viols at 0
* Netlist cell types at 11
* Hpwl dp at 384 um
* First-pass iteration count of the detailed router at 4
* Post-synth seq share at 0
* ANT nets after route at 0
* Endpoints failing setup at 4
* Diode count at 0
* Die area at approximately 6400 um2
* Top cells excl fill/tap: buf_2, buf_6, buf_4
* Fp_density at 0.0256
* Registers at 0
* Cell leakage power at 0.153 nW
* GP Congestion at 0.696
* Tcrit/Tclk final at 1.21
* CP Launch Type: primary input
* Hold Crit Class: in2out
* Initial antenna violation count at 0
* Synth warn at 0
* DP Area at 280 um2
* Pwr per Cell Area at approximately 270 nW/um2
* Routing usage on met1 at 0.0198
* Die extent in y at ~80 um
* Row cnt at 21
* Critical path's most frequent cell: buf_6
* Largest net degree at the start of global routing at 5
## worst max-delay path: cells and delay by family
kind | cells | cell delay [ns]
buf+inv | 3 | 0.32
simple gates | 2 | 0.48
## through the flow
| stage | TNS [ns] | utilization |
|---|---|---|
| final | -0.393 | 0.103 |
| after global routing | -0.579 | 0.103 |
| after CTS | -0.470 | 0.0978 |
| after detailed placement | -5.43 | 0.0821 |
| after global placement | -5.33 | 0.0821 |
| after floorplan | 0 | - |
## cell type report
type                       count  share of cell area
multi-input combinational     12               0.335
tap                           46               0.164
timing repair buffer          22               0.502
## per-layer routing
metal  wire length (um)  up-vias
met2                200       17
li1                   -       87
met3                112        0
met1                221       78
met5                  0        -
met4                  0        0
## power breakdown
group | internal (mW) | leakage [nW] | switching, mW | total, mW
sequential | 0 | 0 | 0 | 0
clock | 0 | 0 | 0 | 0
combinational | 0.0609 | 0.153 | 0.0340 | 0.0949
total | 0.0609 | 0.153 | 0.0340 | 0.0949
## worst paths after layout
kind                  from       end  cells after the start
worst max-delay path    A0  WFlag[0]                      5
worst min-delay path    CS  RFlag[0]                      3
## synthesized netlist by cell type
cell      instances  area, um2
nor4b_1           1       8.76
buf_4             1       7.51
nor2_1            1       3.75
nor3_2            1       10.0
nor4_1            1       6.26
nand2b_1          2       12.5
nand3b_1          1       7.51
nor2_2            1       6.26
nor3_1            2       10.0
or3b_4            1       11.3
conb_1            1       3.75
## kinds of logic after synthesis
kind of cell	count (synthesis)	synth area share
other	1	0.0428
AND/OR/NAND/NOR	11	0.872
buffers and inverters	1	0.0857
## what timing repair did
action                     4_1_cts  5_1_grt
pin swaps                        6        5
setup buffers                    6        1
setup endpoints to repair        7        7
gates resized                   52        5
Power and IR drop assume default switching activity.
