### flow/run.sh
#!/bin/bash
# OpenROAD 26Q1-2900-gdf79404cd8, Yosys 0.63+post, stock flow scripts
make -C /OpenROAD-flow-scripts/flow DESIGN_CONFIG=/design/flow/config.mk WORK_HOME=/design/flow/orfs finish
### flow/config.mk
export PLATFORM = sky130hd
export DESIGN_NAME = ControlRegister
export DESIGN_NICKNAME = ControlRegister
export VERILOG_FILES = /design/flow/design.v
export SDC_FILE = /design/flow/constraint.sdc
export NUM_CORES = 4
export LEC_CHECK = 1
export CORE_AREA = 10 10 70 70
export DIE_AREA = 0 0 80 80
### flow/constraint.sdc
current_design ControlRegister

set clk_period 1.0
set clk_io_pct 0.2

create_clock -name clk0 -period $clk_period

set non_clock_inputs [all_inputs -no_clocks]
set_input_delay [expr $clk_period * $clk_io_pct] -clock clk0 $non_clock_inputs
set_output_delay [expr $clk_period * $clk_io_pct] -clock clk0 [all_outputs]
### flow/design.v
module ControlRegister(
inout [7:0] DataBus ,   
input WR,    
output  [2:0] StatusLatchFlag ,
output  [2:0] CounterLatchFlag ,
output  [5:0] ControlWord,
output  [2:0]ChgControlWord
);
assign CounterLatchFlag[0]= (WR == 1 &&DataBus[0]==0 && DataBus[5]==0 &&  DataBus[7:6]==2'b11 &&DataBus[1]==1 )? 1:
      (DataBus[5:4]==2'b00 && WR == 1 && DataBus[7]==0 && DataBus[6]==0 ) ? 'b1:'b0 ;   
assign CounterLatchFlag[1] = (WR == 1 &&DataBus[0]==0 && DataBus[5]==0 &&  DataBus[7:6]==2'b11 &&DataBus[2]==1 )?1:
      (DataBus[5:4]==2'b00 && WR == 1 &&  DataBus[6]==1 )? 'b1:'b0 ;    
assign CounterLatchFlag[2] = (WR == 1 &&DataBus[0]==0 && DataBus[5]==0 &&  DataBus[7:6]==2'b11 &&DataBus[3]==1)?1:
      (DataBus[5:4]==2'b00 && WR == 1 &&  DataBus[7]==1 )? 'b1: 'b0 ;  
assign StatusLatchFlag[0]= (WR == 1 &&DataBus[0]==0 && DataBus[4]== 'b0 &&  DataBus[7:6]==2'b11 &&DataBus[1]==1 )?1:0;
assign StatusLatchFlag[1] = (WR == 1 &&DataBus[0]==0 && DataBus[4]==0 &&  DataBus[7:6]==2'b11 &&DataBus[2]==1 )?1:0;
assign StatusLatchFlag[2] = (WR == 1 &&DataBus[0]==0 && DataBus[4]==0 &&  DataBus[7:6]==2'b11 &&DataBus[3]==1)?1:0;
assign ControlWord = DataBus[5:0];
assign ChgControlWord = (DataBus[7:6] == 2'b00 && DataBus[5:4]!=2'b00) ? 'b001 :
 			(DataBus[7:6] == 2'b01 && DataBus[5:4]!=2'b00)? 'b010 :
			(DataBus[7:6] == 2'b10 && DataBus[5:4]!=2'b00)? 'b100 :'b000 ;
endmodule 
==> reports/qor.csv <==
metric;value;unit
Top cells by area;buf_4, nor3b_1, o2bb2ai_1;
overall die width;80;µm
YS chip area;171;µm²
yosys stat cell total;22;
Ys Warns;0;
cell area after synthesis;171;µm²
DP HPWL;771;µm
syn avg cell area;7.79;µm²
row count;21;
largest net degree at the start of global routing;7;
Synth area leader;buf_4;
# hold bufs at CTS;0;
placer congestion estimate;0.767;
I/O Buffers;16;
Seq share, synth;0;%
status;stopped before the end;
unique cell type count in the Yosys netlist;7;
Tool Error;[ERROR RSZ-0074] Failed to build tree from global routes for pin 'DataBus[7]' and net 'DataBus[7]' at grid (3450, 37950): found route to 7 pins, expected 6;
endpoints left unconstrained;8;
Place WS;-852;ps
area share, top type;26.3;%
floorplan utilization;5.02;%
placed cell area;352;µm²
Synth Instances;22;
I/O Pins;24;
stage reached;5_1_grt;
die height;80;µm
==> logic make-up after synthesis <==
kind of cell / after synthesis / share of synthesized area [%]
AND/OR/NAND/NOR: 13 / 58.4
AND-OR/OR-AND: 3 / 15.3
buffers and inverters: 6 / 26.3
==> synthesized netlist by cell type, drive strengths merged <==
library cell  count
buf               6
nand2b            3
nand4b            1
nor2              2
nor3              1
nor3b             6
o2bb2ai           3
==> per-stage QoR <==
step / total power (W) / cells / setup TNS, ps
CTS: 0.0000915 / 84 / -570
detailed placement: 0.0000775 / 79 / -5340
global placement: 0.0000777 / 79 / -5270
floorplan: 0.0000353 / 22 / 0
==> what timing repair did <==
action / 4_1_cts
endpoints found under the setup margin: 9
pin swaps: 8
buffers inserted: 5
resized: 44
Power is estimated from default activity; no workload was simulated.
